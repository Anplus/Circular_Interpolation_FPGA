### config.mk
export PLATFORM = sky130hd
export DESIGN_NAME = u_xmit
export DESIGN_NICKNAME = u_xmit
export VERILOG_FILES = /design/flow/design.v
export SDC_FILE = /design/flow/constraint.sdc
export NUM_CORES = 4
export LEC_CHECK = 1
export CORE_AREA = 10 10 88 88
export DIE_AREA = 0 0 98 98
### design.v
module u_xmit(	sys_clk,
				sys_rst_l,
				uart_xmitH,			 
				xmitH,				 
				xmit_dataH,			 
				xmit_doneH			 
			);
parameter	WORD_LEN = 8;
parameter	x_IDLE		= 3'b000,
			x_START		= 3'b010,
			x_WAIT		= 3'b011,
			x_SHIFT		= 3'b100,
			x_STOP		= 3'b101;
parameter   x_STARTbit  = 2'b00,
			x_STOPbit   = 2'b01,
			x_ShiftReg  = 2'b10;
parameter	LO 		= 1'b0,
          	HI		= 1'b1,		
 		  	X		= 1'bx;
input			sys_clk;	 
input			sys_rst_l;	 
output			uart_xmitH;	 
input			xmitH;		 
input	[7:0]	xmit_dataH;	 
output			xmit_doneH;	 
reg		[2:0]	next_state, state;
reg				load_shiftRegH;
reg				shiftEnaH;
reg		[4:0]	bitCell_cntrH;
reg				countEnaH;
reg		[7:0]	xmit_ShiftRegH;
reg		[3:0]	bitCountH;
reg				rst_bitCountH;
reg				ena_bitCountH;
reg		[1:0]	xmitDataSelH;
reg				uart_xmitH;
reg				xmit_doneInH;
reg				xmit_doneH;
always @(xmit_ShiftRegH or xmitDataSelH)
  case (xmitDataSelH)
	x_STARTbit: uart_xmitH = LO;
	x_STOPbit:  uart_xmitH = HI;
	x_ShiftReg: uart_xmitH = xmit_ShiftRegH[0];
	default:    uart_xmitH = X;	
  endcase
always @(posedge sys_clk or negedge sys_rst_l)
  if (~sys_rst_l) bitCell_cntrH <= 0;
  else if (countEnaH) bitCell_cntrH <= bitCell_cntrH + 1;
  else bitCell_cntrH <= 0;
always @(posedge sys_clk or negedge sys_rst_l)
  if (~sys_rst_l) xmit_ShiftRegH <= 0;
  else 
	if (load_shiftRegH) xmit_ShiftRegH <= xmit_dataH;
	else if (shiftEnaH) begin
		xmit_ShiftRegH[6:0] <= xmit_ShiftRegH[7:1];
		xmit_ShiftRegH[7]   <= HI;
	end else xmit_ShiftRegH <= xmit_ShiftRegH;
always @(posedge sys_clk or negedge sys_rst_l)
  if (~sys_rst_l) bitCountH <= 0;
  else if (rst_bitCountH) bitCountH <= 0;
  else if (ena_bitCountH) bitCountH <= bitCountH + 1;
always @(posedge sys_clk or negedge sys_rst_l)
  if (~sys_rst_l) state <= x_IDLE;
  else state <= next_state;
always @(state or xmitH or bitCell_cntrH or bitCountH)
begin
	next_state 		= state;
	load_shiftRegH	= LO;
	countEnaH       = LO;
	shiftEnaH       = LO;
	rst_bitCountH   = LO;
	ena_bitCountH   = LO;
    xmitDataSelH    = x_STOPbit;
	xmit_doneInH	= LO;
	case (state)
		x_IDLE: begin
			if (xmitH) begin 
                next_state = x_START;
				load_shiftRegH = HI;
			end else begin
				next_state    = x_IDLE;
				rst_bitCountH = HI; 
                xmit_doneInH  = HI;
			end
		end
		x_START: begin
            xmitDataSelH    = x_STARTbit;
			if (bitCell_cntrH == 4'hF)
				next_state = x_WAIT;
			else begin 
				next_state = x_START;
				countEnaH  = HI;  
			end				
		end
		x_WAIT: begin
            xmitDataSelH    = x_ShiftReg;
			if (bitCell_cntrH == 4'hE) begin
				if (bitCountH == WORD_LEN)
					next_state = x_STOP;
				else begin
					next_state = x_SHIFT;
					ena_bitCountH = HI; 
				end
			end else begin
				next_state = x_WAIT;
				countEnaH  = HI;
			end		
		end
		x_SHIFT: begin
            xmitDataSelH    = x_ShiftReg;
			next_state = x_WAIT;
			shiftEnaH  = HI; 
		end
		x_STOP: begin
            xmitDataSelH    = x_STOPbit;
			if (bitCell_cntrH == 4'hF) begin
				next_state   = x_IDLE;
                xmit_doneInH = HI;
			end else begin
				next_state = x_STOP;
				countEnaH = HI; 
			end
		end
		default: begin
			next_state     = 3'bxxx;
			load_shiftRegH = X;
			countEnaH      = X;
            shiftEnaH      = X;
            rst_bitCountH  = X;
            ena_bitCountH  = X;
            xmitDataSelH   = 2'bxx;
            xmit_doneInH   = X;
		end
    endcase
end
always @(posedge sys_clk or negedge sys_rst_l)
  if (~sys_rst_l) xmit_doneH <= 0;
  else xmit_doneH <= xmit_doneInH;
endmodule
### constraint.sdc
current_design u_xmit

set clk_period 2.1
set clk_io_pct 0.2

create_clock -name clk0 -period $clk_period [get_ports {sys_clk}]

set non_clock_inputs [all_inputs -no_clocks]
set_input_delay [expr $clk_period * $clk_io_pct] -clock clk0 $non_clock_inputs
set_output_delay [expr $clk_period * $clk_io_pct] -clock clk0 [all_outputs]
### run.sh
#!/bin/bash
# OpenROAD 26Q1-2900-gdf79404cd8, Yosys 0.63+post, stock flow scripts
make -C /OpenROAD-flow-scripts/flow DESIGN_CONFIG=/design/flow/config.mk WORK_HOME=/design/flow/orfs finish
==> impl_metrics.json <==
{
  "status": "completed",
  "clk_latency_ns": 0.26,
  "start_kind": "flip-flop",
  "ys_seq_share": 0.4743,
  "most_common_cell": "dfrtp_1",
  "yosysChipArea_mm2": 0.001216,
  "ys_async_sr_fraction": 1.000,
  "cp_data_required_time_ns": 1.68,
  "min_period_over_period": 0.9347,
  "fill_cells": 625,
  "syn_area_mm2": 0.001216,
  "ys_types": 33,
  "dieArea_mm2": 0.009604,
  "yosys.area.top_type": "dfrtp_1",
  "r2r-end": "bitCountH[3]",
  "max_freq_mhz": 509.5,
  "yosys_cells": 109,
  "vdd_drop_max_uv": 435.8,
  "reg2reg_slack_ns": 0.30,
  "ant_nets": 0,
  "worst_pin_slew_ns": 0.4486,
  "numCtsBuffers": 3,
  "crit_path_max_fanout": 2,
  "ys_warn_count": 1,
  "hold_violations": 0,
  "setup_slack_ns": 0.1371,
  "final_util": 0.2534,
  "cp-endpoint": "uart_xmitH",
  "tool_warnings": 29,
  "max_slew_margin": 0.6998,
  "drv_slew": 0,
  "edf_count": 0,
  "synthTopCellsByArea": "dfrtp_1 45%, mux2_2 13%, ha_1 8.2%",
  "finalWirelength_um": 2169,
  "die_y_um": 98,
  "fp.dieW_um": 98,
  "area_growth_pct": 23.35,
  "comb_area_um2": 584.3,
  "core-area_mm2": 0.005921,
  "gp_congestion": 0.8323,
  "clockRootBuffer": "clkbuf_8",
  "synth.avg_cell_area_um2": 11.16,
  "cp-end-kind": "primary output",
  "pre_cts_slack_ns": 0.1546,
  "synthTopCellsByCount": "22 x dfrtp_1, 14 x mux2_2, 10 x nor2_1, 9 x inv_1",
  "worstSetupPathType": "reg -> out",
  "drive_gt1_frac": 0.2598,
  "first_global_vias": 879,
  "drv_cap": 0,
  "grt_start_max_net_pins": 24,
  "cp.arrival_ns": 1.54,
  "setup_tns_ns": 0,
  "top_cell_area_share": 0.4527,
  "ys_ff": 23,
  "wl_per_cell_um": 10.74,
  "ctsHoldBuffers": 0,
  "p_per_area_mw_per_mm2": 1088,
  "dr.pass1.iters": 4,
  "rsz0062_at_grt": "false",
  "h-tree-depth": 1,
  "reg2regPathDepth": 4,
  "drc": 0,
  "clock_sinks": 23,
  "port_buffers": 12,
  "first_iter_violations": 36,
  "ys.flop_type": "dfrtp_1",
  "antenna-diode-count": 0,
  "cts_tree": "yes",
  "regArea_um2": 578.1,
  "hpwl_um": 1577,
  "finalSetupViolations": 0,
  "p_leak_nw": 0.6401,
  "pin_count": 13,
  "grt_remaining_overflow": 0,
  "cts_buffer_depth": 2,
  "clock_skew_ns": 0.001488,
  "worstSetupStartpoint": "state[1]",
  "reg2reg_from": "state[1]",
  "grt_usage": 0.04718,
  "grt_pass1_wl_um": 3953,
  "syn_inst": 109,
  "dr_total_vias": 839,
  "fp_util": 0.2054,
  "min_path_type": "reg -> reg",
  "post-route-min-period_ns": 1.963,
  "clk_pin_slew_worst_paths_ns": 0.08,
  "antenna_found_initial": 0,
  "fp-row-count": 28,
  "viasPerCell": 4.153
}
worst max-delay path, cell delays in order, from the launching register on:
cell and delay, ns:
dfrtp_1 0.38, or2_2 0.30, ha_1 0.18, a21oi_1 0.13
nor2_1 0.06, dlygate4sd2_1 0.23
worst min-delay path by stage:
stage	from	slack, ns	to	depth (start not counted)
final	bitCell_cntrH[0]	0.49	bitCell_cntrH[0]	1
after global routing	bitCell_cntrH[0]	0.52	bitCell_cntrH[0]	1
after CTS	bitCell_cntrH[0]	0.50	bitCell_cntrH[0]	1
cell families after synthesis:
group           Yosys count  synth area share
simple gates             30            0.1481
buf+inv                  13           0.04732
xor+xnor                  2           0.01441
compound gates           16           0.07922
mux                      17            0.1543
fa+ha+maj                 8           0.08231
flops                    23            0.4743
per-layer routing:
| metal | global-route usage | vias to the layer above | routed length (um) |
|---|---|---|---|
| li1 | - | 418 | - |
| met1 | 0.06154 | 409 | 1014 |
| met2 | 0.07614 | 10 | 997 |
| met3 | 0.01565 | 2 | 139 |
| met4 | 0.006711 | 0 | 18 |
| met5 | 0 | - | 0 |
layout make-up:
class	instances	share of cell area
timing repair buffer	18	0.1093
clock buffer	3	0.02752
tap	75	0.06255
inverter	9	0.02252
sequential	23	0.3853
multi-input combinational	73	0.3895
clock inverter	1	0.003336
what timing repair did:
action | 4_1_cts | 5_1_grt
pin swaps | 1 | 0
setup endpoints to repair | 1 | 1
buffers inserted | 1 | 0
resized | 1 | 2
power breakdown:
group | switching, W | internal [W] | leakage [nW]
registers | 0.000101 | 0.000590 | 0.284
clock network | 0.000138 | 0.000132 | 0.0255
logic | 0.000276 | 0.000395 | 0.331
through the flow:
| step | instances | hold WS (ns) | instance area (um^2) | total power, W |
|---|---|---|---|---|
| after CTS | 202 | 0.4959 | 1496 | 0.001661 |
| final | 202 | 0.4908 | 1500 | 0.001632 |
| after floorplan | 109 | 0.1244 | 1216 | 0.001199 |
| after global routing | 202 | 0.5189 | 1500 | 0.001795 |
| after detailed placement | 197 | 0.4840 | 1444 | 0.001392 |
| after global placement | 197 | 0.4780 | 1444 | 0.001381 |
registers in the layout, summed over array words and instances, names as in the netlist:
| register | flops |
|---|---|
| xmit_ShiftRegH | 8 |
| state | 5 |
| bitCountH | 4 |
| bitCell_cntrH | 5 |
| xmit_doneH | 1 |
cell usage in the layout (no fill, tap or decap), drive strengths merged, types with 2 or more instances in the layout:
master         count
o21ai              8
nor4               3
nor2              10
inv                9
clkdlybuf4s50     11
mux2              14
clkbuf             3
buf                6
nand3              2
nor3b              2
dfrtp             22
nand2              4
a21oi              3
ha                 8
mux2i              3
or4                3
No activity file was given, so power comes from the tool's default toggle rates.
