`flow/design.v`:
```
module u_change (	 
				sys_rst_l,
				sys_clk,
				rec_dataH,
				rec_readyH,
				shape,		 
				method,		 
				Xs,			 
				Ys,			 
				Xe,			 
				Ye,			 
				direct,		 
				max_speed,	 
				accelerate,	 
				change_readyH
				);
parameter	TOTAL_BYTES = 13;
parameter	LO 		= 1'b0,
          	HI		= 1'b1,		
 		  	X		= 1'bx;
input			sys_rst_l;	 
input			sys_clk;	 
input	[7:0]	rec_dataH;	 
input			rec_readyH;	 
output			shape;
output	[1:0]	method;
output	[15:0] 	Xs;
output	[15:0] 	Ys;
output	[15:0] 	Xe;
output	[15:0] 	Ye;
output			direct;
output 	[7:0] 	max_speed;
output 	[7:0] 	accelerate;
output			change_readyH;
reg				pre_rec_readyH;
reg				r_change_readyH;
reg 	[7:0] 	rec_byte[TOTAL_BYTES-1:0];
reg 	[4:0] 	count;
assign	shape = rec_byte[0][0];
assign	method = rec_byte[1][1:0];
assign	Xs = {rec_byte[3],rec_byte[2]};
assign	Ys = {rec_byte[5],rec_byte[4]};
assign	Xe = {rec_byte[7],rec_byte[6]};
assign	Ye = {rec_byte[9],rec_byte[8]};
assign	direct = rec_byte[10][0];
assign	max_speed = rec_byte[11];
assign	accelerate = rec_byte[12];
assign change_readyH = r_change_readyH;
always @(posedge sys_clk or negedge sys_rst_l)begin
	if(~sys_rst_l)begin
		count <= 0;
		r_change_readyH <= LO;
	end
	else begin
		if( (!pre_rec_readyH) && rec_readyH ) begin		
			if(count == (TOTAL_BYTES-1) )begin
				rec_byte[count] <= rec_dataH;			
				count <= 0;
				r_change_readyH <= HI;	
			end
			else begin
				rec_byte[count] <= rec_dataH;
				count <= count + 1;
				r_change_readyH <= LO;
			end
		end	
		pre_rec_readyH <= rec_readyH;
	end
end
endmodule
```
`flow/run.sh`:
```
#!/bin/bash
# OpenROAD 26Q1-2900-gdf79404cd8, Yosys 0.63+post, stock flow scripts
make -C /OpenROAD-flow-scripts/flow DESIGN_CONFIG=/design/flow/config.mk WORK_HOME=/design/flow/orfs finish
```
`flow/config.mk`:
```
export PLATFORM = sky130hd
export DESIGN_NAME = u_change
export DESIGN_NICKNAME = u_change
export VERILOG_FILES = /design/flow/design.v
export SDC_FILE = /design/flow/constraint.sdc
export NUM_CORES = 4
export LEC_CHECK = 1
export CORE_UTILIZATION = 40
```
`flow/constraint.sdc`:
```
current_design u_change

set clk_period 3.5
set clk_io_pct 0.2

create_clock -name clk0 -period $clk_period [get_ports {sys_clk}]

set non_clock_inputs [all_inputs -no_clocks]
set_input_delay [expr $clk_period * $clk_io_pct] -clock clk0 $non_clock_inputs
set_output_delay [expr $clk_period * $clk_io_pct] -clock clk0 [all_outputs]
```
==> results.sh <==
# flow metrics
export IMPL_synth_warning_count=2
export IMPL_drtIter0Drc=119
export IMPL_finalCritPeriodShare_pct=66.9
export IMPL_slew_headroom_pct=52.7
export IMPL_areaGrowthSynthToFinish_pct=42.8
export IMPL_wl_um=6080
export IMPL_syn_area_um2=3040
export IMPL_worstSetupPathType="in -> reg"
export IMPL_hold_class="reg -> reg"
export IMPL_crit_buf_inv=1
export IMPL_antenna_found_initial=0
export IMPL_clockRootBuffer="clkbuf_8"
export IMPL_clockBufferDepth=2
export IMPL_die_x_um=89.2
export IMPL_num_vias=1631
export IMPL_critical_path_top_delay_family="simple AND/OR/NAND/NOR gates"
export IMPL_post_cts_buffers=0
export IMPL_status="finished, final reports clean"
export IMPL_hold_violations=0
export IMPL_rsz0062_at_grt="false"
export IMPL_antenna_diode_count=0
export IMPL_clock_sinks=91
export IMPL_setup_violations=0
export IMPL_startpoint_type="input port"
export IMPL_num_io_pins=96
export IMPL_ant_nets=0
export IMPL_clock_latency_ns=0.36
export IMPL_cts_tree="done"
export IMPL_peakVddDrop_mv=0.240
export IMPL_yosysUniqueCellTypes=24
export IMPL_fin_util_pct=59.5
export IMPL_warnings=28
export IMPL_hpwl_um=4110
export IMPL_drt_pass1_iterations=4
export IMPL_grt_pass1_vias=1631
export IMPL_gr_total_overflow=0
export IMPL_grt_pass1_wl_um=8580
export IMPL_cp_data_required_time_ns=3.52
export IMPL_syn_inst=141
export IMPL_place_ws_ns=0.759
export IMPL_cp_max_fo=9
export IMPL_cp_cell_sequence="clkdlybuf4s50_1, nand3b_1, nor3_1, and2_1"
export IMPL_ys_cells=141
export IMPL_seq_power_share_pct=57.1
export IMPL_whs_ns=0.492
export IMPL_power_leakage_nw=1.46
export IMPL_period_needed_ns=2.34
export IMPL_fp_coreArea_um2=7290
export IMPL_worstMarginPinSlew_ns=0.706
export IMPL_fin_setup_tns_ns=0
export IMPL_routedWlPerCell_um=17.3
export IMPL_finalWorstSetupSlack_ns=1.16
export IMPL_fin_skew_ns=0.00838
export IMPL_powerDensity_nw_per_um2=516
export IMPL_grt_usage_pct=16.5
export IMPL_combPwrFrac_pct=8.3
export IMPL_post_dp_cell_area_um2=4120
export IMPL_cap_violations=0
export IMPL_stdcell_area_um2=4340
export IMPL_place_gp_congestion=0.912
export IMPL_postSynthSeqShare_pct=89.0
export IMPL_slowest_stage="clkdlybuf4s50_1"
export IMPL_cts_buffers=9
export IMPL_fp_dieH_um=89.2
export IMPL_cts_hold_buf=0
export IMPL_switching_power_uw=509
export IMPL_die_area_um2=7950
export IMPL_layout_drive_gt1_share_pct=9.52
export IMPL_power_internal_mw=1.73
export IMPL_cts_max_level=3
export IMPL_viasPerCell=4.65
export IMPL_max_stage_delay_ns=0.69
export IMPL_synth_chip_area_um2=3040
export IMPL_cts_resized=0
export IMPL_grt_max_degree=17
export IMPL_cp_arrival_ns=2.36
export IMPL_io_buffers=95
export IMPL_nFillCells=573
export IMPL_p_clk_share_pct=34.6
export IMPL_fmax_mhz=427
export IMPL_final_max_slew_viol_count=0
export IMPL_ys_ff=91
export IMPL_rows=31
export IMPL_path_clk_slew_ns=0.09
export IMPL_fp_util_pct=41.7
export IMPL_cp_end_kind="flip-flop"
export IMPL_synth_avg_cell_area_um2=21.5
export IMPL_switching_share_pct=22.7
export IMPL_drc_errors=0
[per-stage QoR]
step | cells | power [mW]
2_1_floorplan | 141 | 1.40
3_3_place_gp | 336 | 1.49
3_5_place_dp | 336 | 1.49
4_1_cts | 351 | 2.26
5_1_grt | 351 | 2.34
6_report | 351 | 2.24
[synth_stat cells, drive strengths merged]
| cell type | number | share of area (%) |
|---|---|---|
| mux2 | 2 | 0.86 |
| ha | 4 | 1.6 |
| o21ai | 3 | 0.49 |
| nand4b | 1 | 0.29 |
| and2 | 6 | 1.2 |
| nand3b | 1 | 0.25 |
| nor3 | 4 | 0.66 |
| nor4 | 1 | 0.21 |
| nor2 | 6 | 0.74 |
| edfxtp | 85 | 84 |
| or3 | 1 | 0.21 |
| nand2b | 3 | 0.86 |
| nand3 | 3 | 0.49 |
| nand2 | 5 | 0.62 |
| mux2i | 1 | 0.33 |
| buf | 2 | 0.74 |
| and2b | 1 | 0.29 |
| inv | 3 | 0.37 |
| dfrtp | 6 | 4.9 |
| a22o | 1 | 0.33 |
| a21oi | 1 | 0.16 |
| nor3b | 1 | 0.25 |
[state kept, by name, summed over array words and instances, names as in the netlist]
| register | count |
|---|---|
| pre_rec_readyH | 1 |
| r_change_readyH | 1 |
| rec_byte | 84 |
| count | 5 |
[power groups by stage]
| stage | clock network [mW] | logic, mW | registers, mW |
|---|---|---|---|
| after global routing | 0.842 | 0.210 | 1.29 |
| after CTS | 0.791 | 0.190 | 1.28 |
| final | 0.776 | 0.186 | 1.28 |
[worst min-delay path, delay by kind of cell, from the launching register on]
kind | cells | cell delay [ns]
flip-flops | 1 | 0.35
AND/OR/NAND/NOR | 1 | 0.05
AND-OR/OR-AND | 1 | 0.06
[routing by layer]
layer	up-vias	part of all wire (%)	wire length, um	global-route usage [%]
li1	749	-	-	-
met1	776	43	2600	26.6
met2	97	46	2770	24.1
met3	9	10	617	7.21
met4	0	1.5	91	2.60
met5	-	0	0	0
[worst paths after layout]
path | startpoint | endpoint | slack (ns) | cells past startpoint
setup / recovery | sys_rst_l | rec_byte[2][1] | 1.16 | 4
hold / removal | r_change_readyH | r_change_readyH | 0.49 | 2
setup reg to reg | count[1] | rec_byte[4][0] | 1.63 | 4
hold reg to reg | r_change_readyH | r_change_readyH | 0.49 | 2
max in group asynchronous | sys_rst_l | count[0] | 2.61 | 1
min in group asynchronous | sys_rst_l | r_change_readyH | 0.62 | 1
[cells by family after synthesis]
group,share of synthesized area (%)
simple gates,6.10
mux,1.19
buf+inv,1.11
fa+ha+maj,1.65
flops,89.0
compound gates,0.988
[final cells by class]
cell class / count / area (um2) / area share [%]
repair buffers: 98 / 973 / 22.4
well taps: 99 / 124 / 2.86
inverters: 3 / 11.3 / 0.260
multi-input cells: 45 / 308 / 7.10
clock buffers: 9 / 124 / 2.86
flip-flops and latches: 91 / 2700 / 62.3
clock inverters: 6 / 95.1 / 2.19
[placed cells by master, fill, tap and decap left out, drive strengths merged]
cell type and count:
clkinv 1, clkbuf 9, nand2b 3, nand3 3
or3 1, inv 6, a21oi 1, bufinv 2
dfrtp 6, edfxtp 85, mux2i 1, and2 6
nor4 1, nor3 4, and2b 1, buf 3
nand2 5, o21ai 3, ha 4, nor3b 1
mux2 2, clkdlybuf4s50 95, nand3b 1, nor2 6
a22o 1, nand4b 1
Power and IR drop assume default switching activity.
