File: ./config.mk
export PLATFORM = sky130hd
export DESIGN_NAME = u_rec
export DESIGN_NICKNAME = u_rec
export VERILOG_FILES = /design/flow/design.v
export SDC_FILE = /design/flow/constraint.sdc
export NUM_CORES = 4
export LEC_CHECK = 1
export CORE_AREA = 10 10 107 107
export DIE_AREA = 0 0 117 117
File: ./constraint.sdc
current_design u_rec

set clk_period 2.7
set clk_io_pct 0.2

create_clock -name clk0 -period $clk_period [get_ports {sys_clk}]

set non_clock_inputs [all_inputs -no_clocks]
set_input_delay [expr $clk_period * $clk_io_pct] -clock clk0 $non_clock_inputs
set_output_delay [expr $clk_period * $clk_io_pct] -clock clk0 [all_outputs]
File: ./design.v
module u_rec (	 
				sys_rst_l,
				sys_clk,
				uart_dataH,
				rec_dataH,
				rec_readyH
				);
parameter	WORD_LEN = 8;
parameter	r_START 	= 3'b001,
			r_CENTER	= 3'b010,
         	r_WAIT  	= 3'b011,
			r_SAMPLE	= 3'b100,
			r_STOP  	= 3'b101;
parameter	LO 		= 1'b0,
          	HI		= 1'b1,		
 		  	X		= 1'bx;
input			sys_rst_l;	 
input			sys_clk;	 
input			uart_dataH;	 
output	[7:0]	rec_dataH;	 
output			rec_readyH;	 
reg		[2:0]	next_state, state;
reg				rec_datH, rec_datSyncH;
reg		[3:0]	bitCell_cntrH;
reg				cntr_resetH;
reg		[7:0]	par_dataH;
reg				shiftH;
reg		[3:0]	recd_bitCntrH;
reg				countH;
reg				rstCountH;
reg				rec_readyH;
reg				rec_readyInH;
wire	[7:0]	rec_dataH;
assign rec_dataH = par_dataH;
always @(posedge sys_clk or negedge sys_rst_l)
  if (~sys_rst_l) begin
     rec_datSyncH <= 1;
     rec_datH     <= 1;
  end else begin
     rec_datSyncH <= uart_dataH;
     rec_datH     <= rec_datSyncH;
  end
always @(posedge sys_clk or negedge sys_rst_l)
  if (~sys_rst_l) bitCell_cntrH <= 0;
  else if (cntr_resetH) bitCell_cntrH <= 0;
  else bitCell_cntrH <= bitCell_cntrH + 1;
always @(posedge sys_clk or negedge sys_rst_l)
  if (~sys_rst_l) par_dataH <= 0;
  else if(shiftH) begin
     par_dataH[6:0] <= par_dataH[7:1];
     par_dataH[7]   <= rec_datH;
  end
always @(posedge sys_clk or negedge sys_rst_l)
  if (~sys_rst_l) recd_bitCntrH <= 0;
  else if (countH) recd_bitCntrH <= recd_bitCntrH + 1;
  else if (rstCountH) recd_bitCntrH <= 0;
always @(posedge sys_clk or negedge sys_rst_l)
  if (~sys_rst_l) state <= r_START;
  else state <= next_state;
always @(state or rec_datH or bitCell_cntrH or recd_bitCntrH)
begin
  next_state  = state;
  cntr_resetH = HI;
  shiftH      = LO;
  countH      = LO;
  rstCountH   = LO;
  rec_readyInH= LO;
  case (state)
    r_START: begin
       if (~rec_datH ) next_state = r_CENTER;
       else begin 
         next_state = r_START;
         rstCountH  = HI; 
         rec_readyInH = HI; 
       end
    end
    r_CENTER: begin
       if (bitCell_cntrH == 4'h4) begin
         if (~rec_datH) next_state = r_WAIT;
         else next_state = r_START;
       end else begin
         next_state  = r_CENTER;
		 cntr_resetH = LO;           
       end
    end
	r_WAIT: begin
		if (bitCell_cntrH == 4'hE) begin
           if (recd_bitCntrH == WORD_LEN)
             next_state = r_STOP; 
           else begin
             next_state = r_SAMPLE;
           end
        end else begin
             next_state  = r_WAIT;
             cntr_resetH = LO; 
        end
    end
	r_SAMPLE: begin
		shiftH = HI;  
		countH = HI;  
		next_state = r_WAIT;
	end	
    r_STOP: begin
		next_state = r_START;
        rec_readyInH = HI;
    end
    default: begin
       next_state  = 3'bxxx;
       cntr_resetH = X;
	   shiftH      = X;
	   countH      = X;
       rstCountH   = X;
       rec_readyInH  = X;
    end
  endcase
end
always @(posedge sys_clk or negedge sys_rst_l)
  if (~sys_rst_l) rec_readyH <= 0;
  else rec_readyH <= rec_readyInH;
endmodule
File: ./run.sh
#!/bin/bash
# OpenROAD 26Q1-2900-gdf79404cd8, Yosys 0.63+post, stock flow scripts
make -C /OpenROAD-flow-scripts/flow DESIGN_CONFIG=/design/flow/config.mk WORK_HOME=/design/flow/orfs finish
==> GITHUB_STEP_SUMMARY <==
## Implementation flow summary

| Metric | Value |
|---|---|
| Ratio of final minimum period to clock period | `roughly 62%` |
| Setup fix buffers added after clock tree synthesis | `0` |
| Area grow syn2layout | `27.9%` |
| Worst slew margin | `approximately 53%` |
| Num ports | `12` |
| Largest clock skew in the final design | `approximately 0.00089 ns` |
| Required time of the worst setup path | `about 2.2 ns` |
| Clock tree root driver cell | `clkbuf_8` |
| Min cycle time layout | `1.68 ns` |
| Number of fillers in the final layout | `1014` |
| Count of endpoints failing hold in the final timing report | `0` |
| GRT Overall Usage | `2.76%` |
| Horizontal extent of the die | `117 um` |
| Number of cell rows | `35` |
| Wire length per cell after detailed routing | `around 8.8 um` |
| TritonCTS clock tree | `built` |
| Highest fanout seen on the critical path | `3` |
| Drt first pass iters | `4` |
| Global-route wire length before repair | `3150 um` |
| Clock net sink count | `24` |
| Clk latency of the worst-skew pair | `0.25 ns` |
| 1st-iter DRT viols | `33` |
| Worst-Margin Slew | `0.695 ns` |
| Clock slew at the register clock pins of the worst setup and hold paths | `~0.080 ns` |
| Post-detailed-route count of antenna-violating nets | `0` |
| Bufs on Longest Clock Path | `2` |
| Post-synth cell types | `27` |
| Final total power | `0.610 mW` |
| Layout cell share with drive strength beyond 1 | `21.3%` |
| Number of flops mapped to enable cells by yosys | `0` |
| Yosys reg bits | `24` |
| Primary FF master, synth | `dfrtp_1` |
| Pin count of the biggest net entering global routing | `25` |
| FFs w/ async S/R, synth | `approximately 100%` |
| Initial antenna violation count | `0` |
| Number of global-route vias before repair | `654` |
| Power density relative to cell area | `approximately 460 mW/mm2` |
| Vias per inst | `slightly below 3` |
| DRC viols | `0` |
| Total negative slack | `0 ns` |
| Max Slew Vio Count | `0` |
| Antenna diode count | `0` |
| Final hold slack | `approximately 0.36 ns` |
| Summed standard-cell area reported by yosys | `a little over 0.001 mm2` |
| Height of the chip | `roughly 120 um` |
| IR Drop Worst-Case VDD | `0.107 mV` |
| Category of the critical setup timing path | `flip-flop to primary output` |
| Total number of vias | `between 600 and 700` |
| Cell total in the yosys stat output | `just under 80` |
| Number of logged tool warnings | `28` |
| Max_cap viols | `0` |
| Floorplan-stage core utilization | `between 10% and 20%` |
| CP max-delay cell | `clkdlybuf4s50_1` |
| Sequential element share of the synthesized area | `slightly below 60%` |
| Instance tally after logic synthesis | `79` |
| Static Leakage | `about 0.58 nW` |
| Category of the worst setup path capture point | `primary output` |
| Critical path arrival | `between 1 and 1.5 ns` |
| Upper clock frequency limit | `595 MHz` |
| Worst path buffer plus inverter count | `1` |
| Max stage delay on crit path | `roughly 0.5 ns` |
| Gate family responsible for the most delay along the worst path | `buffers and inverters` |
| RSZ-0062 raised after global routing | `no` |
| Post-synthesis cell area | `between 0.001 and 0.0015 mm2` |
| Avg Cell Area, Syn | `13.2 um2` |
| Kind of start point of the critical path | `flip-flop` |
| Residual overflow from global routing | `0` |
| HPWL after detailed placement | `about 1400 um` |
| Total Die Area | `about 0.014 mm2` |
| Hold Buf Count CTS | `0` |
| CP cell instances | `clkdlybuf4s50_1` |
| Routed WL | `about 1800 um` |
| Inserted Clock Buffers | `3` |
| Gpl congestion | `roughly 0.73` |
| Post-cts sizing count | `0` |
| Core Footprint | `between 0.009 and 0.01 mm2` |
| Hold/Removal Path Class | `flip-flop to flip-flop` |
| H-Tree Level Count | `1` |
| Number of port buffers | `11` |
| Final setup viols | `0` |
| Warnings from Yosys | `1` |
| Result of the run | `complete, no violations` |
[cells in the final DEF (no fill, tap or decap)]
cell and count:
a22o_2 1, dfrtp_1 21, a22o_1 2, o21ai_0 2
xnor2_1 2, a2111o_1 1, nand2_1 2, nor3_1 2
buf_4 1, nand4_1 1, nand3b_1 1, a221o_2 1
clkbuf_1 1, a21bo_2 1, nand2b_1 1, inv_1 7
mux2_2 8, dfstp_2 3, xor2_1 1, nor2b_1 2
o211ai_1 1, nor2_1 6, and4b_1 1, ha_1 5
clkdlybuf4s50_1 11, mux2_4 1, nor4_4 1, clkbuf_8 3
nand3_1 3, o31ai_1 1
[logic make-up after synthesis]
family	share of synthesized area (%)
flip-flops	58.1
AND/OR/NAND/NOR	11.4
AND-OR/OR-AND	8.18
multiplexers	10.1
buffers and inverters	3.61
adder cells (fa/ha/maj)	6.02
XOR/XNOR	2.53
[Yosys cell counts, types with 2 or more instances]
cell,n,share of area (%)
nand2_1,2,0.72
a22o_1,2,1.7
xnor2_1,2,1.7
dfstp_2,3,7.6
dfrtp_1,21,51
inv_1,7,2.5
mux2_2,8,8.7
nor2b_1,2,1.2
nand3_1,3,1.4
nor2_1,6,2.2
nor3_1,2,0.96
o21ai_0,2,0.96
ha_1,5,6.0
[sequential cells by signal (all words and copies together), names as in the netlist]
register,count
par_dataH,8
state,5
bitCell_cntrH,4
recd_bitCntrH,4
rec_datH,1
rec_datSyncH,1
rec_readyH,1
[worst paths after layout]
| kind | start | endpoint | slack, ns | cells after the start |
|---|---|---|---|---|
| worst max-delay path | par_dataH[2] | rec_dataH[2] | 1.02 | 1 |
| worst min-delay path | rec_datSyncH | rec_datH | 0.36 | 0 |
| worst max register to register | state[4] | par_dataH[2] | 1.05 | 2 |
| worst min register to register | rec_datSyncH | rec_datH | 0.36 | 0 |
| max in group asynchronous | sys_rst_l | state[0] | 1.78 | 2 |
| min in group asynchronous | sys_rst_l | bitCell_cntrH[0] | 0.64 | 2 |
[metrics by stage]
stage | cell area, um2 | setup WS (ns) | instances | util (%)
2_1_floorplan | 1040 | 1.29 | 79 | -
3_3_place_gp | 1280 | 1.05 | 201 | 14.0
3_5_place_dp | 1280 | 1.05 | 201 | 14.0
4_1_cts | 1330 | 1.00 | 205 | 14.5
5_1_grt | 1330 | 0.924 | 205 | 14.5
6_report | 1330 | 1.02 | 205 | 14.5
[cell type report]
class                      instances  area [um2]  area share, %
tap                              111         139           10.4
sequential                        24         604           45.4
clock buffer                       4        45.0           3.39
timing repair buffer              12         118           8.84
multi-input combinational         47         398           29.9
inverter                           7        26.3           1.98
[where the power goes]
group	switching [mW]	leakage (nW)	internal [mW]	total [mW]
combinational	0.0109	0.260	0.0193	0.0301
clock	0.101	0.0228	0.105	0.205
sequential	0.00587	0.296	0.369	0.375
total	0.117	0.578	0.493	0.610
[layer usage]
layer | track usage (%) | part of all wire, % | vias to the layer above
met2 | 4.09 | 43 | 7
met3 | 0.568 | 3.9 | 2
met5 | 0 | 0 | -
met1 | 3.90 | 49 | 293
met4 | 0.988 | 3.4 | 0
li1 | - | - | 301
No activity file was given, so power comes from the tool's default toggle rates.
